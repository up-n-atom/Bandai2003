File: design/flow/config.mk
export PLATFORM = sky130hd
export DESIGN_NAME = BANDAI2003
export DESIGN_NICKNAME = BANDAI2003
export VERILOG_FILES = /design/flow/design.v
export SDC_FILE = /design/flow/constraint.sdc
export NUM_CORES = 4
export LEC_CHECK = 1
export CORE_UTILIZATION = 50
File: design/flow/constraint.sdc
current_design BANDAI2003

set clk_period 3.1
set clk_io_pct 0.2

create_clock -name clk0 -period $clk_period [get_ports {CLK}]

set non_clock_inputs [all_inputs -no_clocks]
set_input_delay [expr $clk_period * $clk_io_pct] -clock clk0 $non_clock_inputs
set_output_delay [expr $clk_period * $clk_io_pct] -clock clk0 [all_outputs]
File: design/flow/design.v
module BANDAI2003 (
    input CLK,
    input CEn,
    input WEn,
    input OEn,
    input SSn,
    output SO,  
    input RSTn,
    input [7:0] ADDR,  
    inout [7:0] DQ,  
    output ROMCEn,
    output RAMCEn,
    output [6:0] RADDR  
);
    reg [7:0] lckS;  
    localparam ADDR_ACK = 8'h5A;
    localparam ADDR_NAK = 8'hA5;
    localparam ADDR_NIH = 8'hFF;
    wire LCKn = lckS != ADDR_NIH;  
    reg [17:0] shR;  
    localparam [17:0] bitS = {1'b0, 16'h28A0, 1'b0};
    assign SO = ~RSTn ? 1'bZ : shR[0];  
    always @ (posedge CLK or negedge RSTn) begin
        if (~RSTn) begin
            shR <= {(18){1'b1}};
            lckS <= ADDR_ACK;
        end else if (LCKn && ADDR == lckS)
            case (ADDR)
                ADDR_ACK: lckS <= ADDR_NAK;
                ADDR_NAK: begin
                    shR <= bitS;
                    lckS <= ADDR_NIH;
                end
            endcase
        else
            shR <= {1'b1, shR[17:1]};
    end
    reg [7:0] bnkR [3:0];  
    localparam ADDR_LAO = 8'hC0;  
    localparam ADDR_RAMB = 8'hC1;  
    localparam ADDR_ROMB0 = 8'hC2;  
    localparam ADDR_ROMB1 = 8'hC3;  
    wire iBR = ~(SSn & CEn) && (ADDR >= ADDR_LAO && ADDR <= ADDR_ROMB1);
    wire oBR = iBR && ~OEn && WEn;
    assign DQ = ~LCKn && oBR ? bnkR[ADDR[1:0]] : 8'hZZ;
    wire [7:0] iDQ = DQ;
    wire rwC = OEn && WEn;
    integer i;
    always @(posedge rwC or negedge RSTn) begin
        if (~RSTn)
            for (i = 0; i < 4; i = i + 1)
                bnkR[i] <= 8'hFF;
        else if (~LCKn && iBR)
            bnkR[ADDR[1:0]] <= iDQ;
    end
    wire rCE = ~LCKn && SSn && ~CEn;
    assign RAMCEn = ~(rCE && ADDR[7:4] == 4'h1);
    assign ROMCEn = ~(rCE && ADDR[7:4] > 4'h1);
    assign RADDR = ~RAMCEn || ~ROMCEn ? ADDR[7:4] > 4'h3 ? {bnkR[0][2:0], ADDR[7:4]} : bnkR[ADDR[5:4]][6:0] : 7'b0;
endmodule
File: design/flow/run.sh
#!/bin/bash
# OpenROAD 26Q1-2900-gdf79404cd8, Yosys 0.63+post, stock flow scripts
make -C /OpenROAD-flow-scripts/flow DESIGN_CONFIG=/design/flow/config.mk WORK_HOME=/design/flow/orfs finish
==> out/summary.txt <==
outcome: finished clean
Die Span Y: 72.4 um
Max Root-Sink Buffers: 2
sequential area share after synthesis: 0.552
Tcrit/Tclk final: 0.969
vias in the first global route: 1463
setup violators final: 0
Core Util at FP: 0.521
H-tree depth: 1
IO buf count: 23
Routed WL: 4250 um
Post-synth ARST share: 1.00
Clk pin slew, worst setup/hold paths: 0.07 ns
RSZ-0062 raised after global routing: no
worst slew pin tran: 0.898 ns
CTS Buf Count: 3
CTS resizes: 2
Top FF cell, synth: dfstp_2
Mapped Cells: 194
Max FO, Critical Path: 16
Crit. End Element: primary output
Total GRT Usage: 0.191
Avg Inst Size Synth: 12.8 um2
crit path kind: primary input to primary output
Arr. time, crit path: 2.39 ns
fin. max-slew vios: 0
CTS tree: done
WL/cell: 16.6 um
routability cong.: 0.848
first-pass GRT wire length: 7230 um
Layout Utilization: 0.577
post-route ant nets: 0
Tmin final: 3.01 ns
worst min path class: flop to flop
Post-Route Setup TNS: 0 ns
hpwl dp: 3060 um
hold_ws: 0.478 ns
Row Count: 25
detailed-router iteration count before antenna repair: 4
reg-to-reg slack, setup: 1.45 ns
Syn. warnings: 4
Tool Warnings: 25
post-synthesis cell type with the largest combined area: dfstp_2
largest net degree at the start of global routing: 34
total number of vias: 1400
Post-synth EDFFs: 0
proportion of layout cells with a drive suffix above 1: 0.418
worst setup margin: 0.0947 ns
Max-area cell share: 0.541
Max Clock Freq: 0.333 GHz
cts hold-fix bufs: 0
Fin. Hold Viols: 0
clock root cell: clkbuf_8
core box area: 4750 um2
Clock Skews: 0.00458 ns
Unique cell types: 35
initial antenna violation count: 0
Worst Hold Depth: 2
Area Growth Syn to Fin: 10.9%
final non-filler cell total: 256
startpoint types: primary input
endpoints left unconstrained: 32
LEAKAGE: 1.13 nW
R2R depth: 5
synth top area cells: dfstp_2 54%, mux4_1 8.5%, clkbuf_1 5.3%
I/O pin count: 32
Starting DRT DRC Count: 143
clk latency late pin: 0.25 ns
Max VDD drop: 0.130 mV
relative slew slack: 0.401
DIE WIDTH: 72.4 um
Post-Place Worst Slack: -0.0172 ns
CP Data Required Time: 2.48 ns
total gr overflow: 0
Post-CTS Setup Repair Bufs: 0
Pwr Density: 200 nW/um2
register pins left without a clock: 32
yosys cell count: 194
Yosys chip area: 2470 um2
Syn Std Cell Area: 2470 um2
DR DRC count: 0
Die Area: 5240 um2
Seq cells post-synth: 52
DP Cell Count: 252
max_cap viols: 0
ANT cells: 0
vias per cell: 5.47
## state kept, by name, indices dropped and copies added (netlist names)
| register | count |
|---|---|
| lckS | 2 |
| bnkR | 32 |
| shR | 18 |
## placed cells by master (no fill, tap or decap), types with 5 or more instances in the layout
master	netlist	layout
nand4_1	11	11
clkdlybuf4s50_1	0	21
dfstp_2	51	51
nand2_1	12	12
mux2i_1	5	5
a21oi_1	10	10
mux4_1	8	8
a21bo_1	9	9
mux4_2	5	5
buf_4	0	9
inv_1	6	6
## layer usage
metal | part of all wire | global-route usage
met1 | 0.46 | 0.318
met2 | 0.49 | 0.295
met3 | 0.042 | 0.0423
met4 | 0.0035 | 0.0131
met5 | 0 | 0
## path summary, 6_finish.rpt
check                        start        to
max                        ADDR[5]  RADDR[2]
min                         shR[7]    shR[7]
max reg2reg                lckS[6]    shR[2]
min reg2reg                 shR[7]    shR[7]
max in group asynchronous     RSTn   shR[12]
min in group asynchronous     RSTn    shR[5]
## kinds of logic after synthesis
group / share of synthesized area
muxes: 0.164
DFF: 0.552
buffers and inverters: 0.0875
and+or+nand+nor: 0.0905
AOI/OAI and AO/OA: 0.106
## power by group
group	switching [W]	total, W	internal [W]
registers	0.00000190	0.000294	0.000292
logic	0.0000480	0.0000863	0.0000384
clock network	0.0000772	0.000168	0.0000912
total	0.000127	0.000548	0.000421
## layout make-up
| type | count | area (um2) |
|---|---|---|
| Tap cell | 67 | 83.8 |
| Clock buffer | 4 | 45.0 |
| Timing Repair Buffer | 34 | 327 |
| Inverter | 6 | 22.5 |
| Sequential cell | 52 | 1370 |
| Fill cell | 374 | 2010 |
| Multi-Input combinational cell | 93 | 901 |
## per-stage QoR
step / power (W) / area [um2]
6_report: 0.000548 / 2740
5_1_grt: 0.000574 / 2740
4_1_cts: 0.000555 / 2740
3_5_place_dp: 0.000385 / 2690
3_3_place_gp: 0.000383 / 2690
2_1_floorplan: 0.000334 / 2470
## cells in the mapped netlist (all sizes together) (2+ instances only)
master and number:
nand4 11, buf 8, a41oi 4, mux4 13, or2 2, or4 2, clkbuf 35, a21oi 10
nand2 13, nand2b 3, o21ai 4, inv 6, nor2 3, mux2i 6, a21bo 9, o31ai 2
dfstp 51
## critical path: stages
cell,delay (ns)
clkdlybuf4s50_1,0.50
buf_12,0.16
mux4_2,0.49
nand2b_1,0.08
a21oi_1,0.06
clkdlybuf4s50_1,0.46
Power figures rest on the tool's default switching activity, not on a simulated workload.
